File: run.sh
#!/bin/bash
# OpenROAD 26Q1-2900-gdf79404cd8, Yosys 0.63+post, stock flow scripts
make -C /OpenROAD-flow-scripts/flow DESIGN_CONFIG=/design/flow/config.mk WORK_HOME=/design/flow/orfs finish
File: constraint.sdc
current_design Registers

set clk_period 10.8
set clk_io_pct 0.2

create_clock -name clk0 -period $clk_period [get_ports {clk}]

set non_clock_inputs [all_inputs -no_clocks]
set_input_delay [expr $clk_period * $clk_io_pct] -clock clk0 $non_clock_inputs
set_output_delay [expr $clk_period * $clk_io_pct] -clock clk0 [all_outputs]
File: design.v
module Registers (
  input                 clk, rst_n, wr_en,
  input         [4:0]   reg_addr1,
                        reg_addr2,
                        wr_addr,
  input         [31:0]  wr_data,
  output logic  [31:0]  reg_data1,
                        reg_data2
);
  logic [31:0] regfile [31:0];
  integer i;
  always @(negedge clk or negedge rst_n) begin
    if (!rst_n) begin
      for (i = 0; i < 32; i = i + 1)
        regfile[i] <= 32'b0;
    end else if (wr_en && (wr_addr != 0)) begin
      regfile[wr_addr] <= wr_data;
    end
  end
  assign reg_data1 = (reg_addr1 == 0) ? 32'b0 : regfile[reg_addr1];
  assign reg_data2 = (reg_addr2 == 0) ? 32'b0 : regfile[reg_addr2];
endmodule
File: config.mk
export PLATFORM = sky130hd
export DESIGN_NAME = Registers
export DESIGN_NICKNAME = Registers
export VERILOG_FILES = /design/flow/design.v
export SDC_FILE = /design/flow/constraint.sdc
export NUM_CORES = 4
export LEC_CHECK = 1
export CORE_UTILIZATION = 50
==> ci_impl_report.md <==
## Synthesis and layout report

| Metric | Value |
|---|---|
| Crit-path cells | `mux2i_1 > o2bb2ai_1 > a221o_1 > nor4_1 > a21oi_1 > clkdlybuf4s50_1` |
| DRC | `0` |
| FF-to-FF path depth | `1` |
| Drt first pass iters | `25` |
| Largest register FFs | `992` |
| Post-Syn Instances | `4,998` |
| Setup TNS | `0 ps` |
| Total CTS buffers | `111` |
| Yosys Warn Count | `2` |
| P per Cell Area | `178 nW/um2` |
| Flop and latch count out of synthesis | `992` |
| CTS max path bufs | `3` |
| Vias in the first global route | `48.0k` |
| Post-layout worst setup margin | `435 ps` |
| Total GRT Usage | `51.0%` |
| Xor+xnor area frac | `0%` |
| Status | `completed` |
| Launch point of the worst path | `regfile[24][0]$_DFFE_NN0P_` |
| CP Data Arrival Time | `8200 ps` |
| Pin count of the biggest net entering global routing | `107` |
| Critical Path RT | `8640 ps` |
| Metal3 WL | `49,300 um` |
| Post-cts hold buffer count | `0` |
| Placer Congestion | `1.02` |
| Drt total wl | `262,000 um` |
| Yosys Chip Area | `53,000 um2` |
| Area delta synth->final | `13.0%` |
| Clock Skew | `0 ps` |
| Hold Crit Class | `reg -> reg` |
| CP endpoint kind | `primary output` |
| Peak fanout along the critical path | `3` |
| Top cell type by total area after synthesis | `dfrtn_1` |
| Rel. slew slack | `21.6%` |
| Post-CTS sizing | `0` |
| Slew Limit Fails | `0` |
| Post-synthesis simple-gate area fraction | `19.7%` |
| Final Util | `56.9%` |
| Worst path max stage delay | `470 ps` |
| Biggest regs | `regfile: 992 flops` |
| Tool warnings | `36` |
| MUX share of area | `21.5%` |
| Initial DRC Count | `6,747` |
| Metal-1 WL | `87,500 um` |
| Hold_sp | `regfile[4][13]$_DFFE_NN0P_` |
| Die Size | `107,000 um2` |
| Yosys cell count | `4,998` |
| Adder-cell share of the synthesized area | `0%` |
| Biggest register | `regfile` |
| Die Ht | `328 um` |
| Die Wd | `328 um` |
| Pre-CTS setup slack | `781 ps` |
| Max cap viols | `0` |
| Max-area cell share | `46.8%` |
| Clk latency late pin | `670 ps` |
| Clock sink total | `992` |
| Peak VDD IR | `0.000141 V` |
| Detail Route Antenna Nets | `0` |
| H-tree depth | `3` |
| Crit-path slowest cell | `clkdlybuf4s50_1` |
| Post-CTS setup buffers | `0` |
| Startpoint Class | `flip-flop` |
| Post-synthesis sequential area ratio | `46.8%` |
| Placed Cells | `6,175` |
| RSZ-0062 raised after global routing | `false` |
| Initial antenna violation count | `22` |
| Top routing layer used | `met5` |
| Via density | `7.67` |
| Overflow after GRT | `0` |
| DR WL/cell | `40.9 um` |
| Crit Reg-Reg Startpoint | `regfile[8][8]$_DFFE_NN0P_` |
| Ao+oa area frac | `7.13%` |
| Flip-flops with a built-in enable | `0` |
| Commonest flop | `dfrtn_1` |
| TritonCTS clock tree | `yes` |
| Netlist Area Pre-Place | `53,000 um2` |
| Async set-reset flop share out of synthesis | `100%` |
| Core Area | `105,000 um2` |
| Distinct cells, synth | `73` |
| Floorplan utilization | `50.4%` |
| Lkg Pwr | `25.6 nW` |
| Root buffer cell | `clkbuf_16` |
| Number of core rows | `119` |
| Clk slew on worst S/H paths | `50 ps` |
| Final setup fails | `0` |
| Via count | `49.1k` |
| I/O Pins | `114` |
| First-pass GRT wire length | `366,000 um` |
| Cell area leaders | `dfrtn_1 (47%), mux2_2 (21%), nand3_1 (11%)` |
| Syn avg cell area | `10.6 um2` |
| WL met2 | `102,000 um` |
| Non-Filler Instances | `6,395` |
| Dpl hpwl | `147,000 um` |
| Final hold violation count | `0` |
| WHS Path Cells | `1` |
| Main logic family after synthesis | `multiplexers` |
| Setup CP Type | `reg -> out` |
| Fraction of layout cells with a size suffix above 1 | `30.5%` |
| IO Port Bufs | `113` |
| Slew of the pin with the lowest slew margin | `1170 ps` |
stage by stage:
step                hold slack, ps  total power [mW]  cell area [um2]
finish                         470              10.7            59900
floorplan                      446              5.96            53000
global placement               464              6.77            56200
global route                   481              11.0            59800
CTS                            470              10.6            59800
detailed placement             468              6.80            56200
cells in the final DEF (no fill, tap or decap), types with 53 or more instances in the layout:
master and instances:
a21oi_1 107, a22oi_1 156, a31oi_1 53, and3_1 130, buf_4 202, clkbuf_16 113
clkdlybuf4s50_1 105, dfrtn_1 992, mux2_2 998, nand3_1 1132, nand4_1 290, nor4_1 75
cell usage after synthesis, drive strengths merged, types with 15 or more instances:
library cell,instances
and3,132
a22o,39
a22oi,156
dfrtn,992
nor3,28
nand2,57
mux2,999
and4,27
a31oi,53
nor4,76
nor2,43
a21oi,107
nand4,290
clkbuf,271
a2111oi,35
a222oi,20
and2,29
buf,305
nor2b,15
nand3,1134
a221o,29
layout make-up:
| cell class | instances | area, um2 |
|---|---|---|
| antenna | 24 | 60.1 |
| fill | 8824 | 45400 |
| sequential | 992 | 24800 |
| multi-input combinational | 3428 | 26000 |
| clock inverter | 30 | 285 |
| tap | 1391 | 1740 |
| timing repair buffer | 362 | 3590 |
| clock buffer | 166 | 3340 |
| inverter | 2 | 7.51 |
logic make-up (layout without fill, tap and decap cells):
family,after synthesis,count (layout)
buf+inv,578,560
other cells,0,24
compound gates,511,511
simple gates,1903,1903
flops,992,992
mux,1014,1014
layer usage:
layer,GRT usage [%],vias to the layer above
met2,64.0,4505
met3,35.5,1411
met1,63.5,24300
li1,-,18800
met4,32.8,35
met5,2.93,-
worst max-delay path: cells and delay by family (launching register included):
kind | cells | cell delay, ps
muxes | 1 | 140
DFF | 1 | 370
AOI/OAI and AO/OA | 3 | 750
buffers and inverters | 1 | 470
and+or+nand+nor | 1 | 410
power by group:
group	total (mW)	switching (mW)	internal, mW
clock	3.84	1.63	2.21
sequential	5.16	0.645	4.51
combinational	1.68	0.864	0.815
total	10.7	3.14	7.54
worst paths after layout:
kind                                                    end  slack, ps
min in group asynchronous       regfile[24][28]$_DFFE_NN0P_       6740
worst min-delay path             regfile[4][13]$_DFFE_NN0P_        470
worst max-delay path                           reg_data1[0]        440
worst min register to register   regfile[4][13]$_DFFE_NN0P_        470
max in group asynchronous       regfile[23][12]$_DFFE_NN0P_       2650
worst max register to register    regfile[8][8]$_DFFE_NN0P_       9870
Power figures rest on the tool's default switching activity, not on a simulated workload.
