==> /design/flow/design.v <==
module imm_gen(
    input [31:0] instr,
    output logic [31:0] imm_val
    );
    logic [6:0] op_code;
    assign op_code = instr[6:0];
    always_comb begin
        case (op_code) 
            7'b0000011, 
            7'b0010011: imm_val = { {20{ instr[31] }} , instr[31:20] };  
            7'b0100011: imm_val = { {20{ instr[31] }},instr[31:25],instr[11:7] }; 
            7'b1100011: imm_val = {{20{instr[31]}},instr[7],instr[30:25],instr[11:8],1'b0}; 
            7'b0110111, 
            7'b0010111: imm_val = {instr[31:12],12'b0}; 
            7'b1101111: imm_val = {{11{ instr[31] }},instr[31],instr[19:12],instr[20],instr[30:21],1'b0}; 
            7'b1100111: imm_val = {{20{instr[31]}}, instr[31:20]}; 
            default: imm_val = 32'b0;
        endcase
    end
endmodule
==> /design/flow/run.sh <==
#!/bin/bash
# OpenROAD 26Q1-2900-gdf79404cd8, Yosys 0.63+post, stock flow scripts
make -C /OpenROAD-flow-scripts/flow DESIGN_CONFIG=/design/flow/config.mk WORK_HOME=/design/flow/orfs finish
==> /design/flow/config.mk <==
export PLATFORM = sky130hd
export DESIGN_NAME = imm_gen
export DESIGN_NICKNAME = imm_gen
export VERILOG_FILES = /design/flow/design.v
export SDC_FILE = /design/flow/constraint.sdc
export NUM_CORES = 4
export LEC_CHECK = 1
export CORE_AREA = 10 10 70 70
export DIE_AREA = 0 0 80 80
==> /design/flow/constraint.sdc <==
current_design imm_gen

set clk_period 5.7
set clk_io_pct 0.2

create_clock -name clk0 -period $clk_period

set non_clock_inputs [all_inputs -no_clocks]
set_input_delay [expr $clk_period * $clk_io_pct] -clock clk0 $non_clock_inputs
set_output_delay [expr $clk_period * $clk_io_pct] -clock clk0 [all_outputs]
==> run summary <==
On the backend side, the flow ran end to end.

Entering global routing, the biggest net connects 14 pins. The post-cts sizing count stands at 0. The floorplan row count stands at 21.

STA classifies the critical path startpoint as a primary input. The script extracted a total leakage power of 0.0005506 uW. The port buffer count stands at 64.

In this run the mean area of a mapped cell was 8.143 sq um. Across every metal layer, demand over resource in global routing totals 7.527%. The die is 80 microns tall. The number of instances on the worst hold path stands at 3. By startpoint and endpoint, the worst setup path is classified as primary input to output pin. The detail route stage leaves a number of antenna-violating nets equal to 0. Max-cap violations in this run came to 0. The area of the mapped netlist stands at 480.5 sq um.

The detailed-placement wirelength estimate stands at 2.228 mm. The worst voltage drop across the vdd grid stands at 0.01626 mV. The script logs the mean routed wire length per placed instance as 15.31 microns. The final cell utilization of the core stands at 33.70%. Routability-driven placement finished with a final weighted congestion of 0.7695. Per STA, the worst path is made up of clkdlybuf4s50_1, nor2b_1, and3_4, a41o_1, a21o_1, clkdlybuf4s50_1. For this design, the slowest cell found on the critical path is sky130_fd_sc_hd__clkdlybuf4s50_1. The Yosys warning count stands at 1. The number of antenna diodes in the final layout is 0. The flow ran to the end, and the final reports show no timing, DRC or antenna violations. Pin placement for this block handled 64 I/O pins. Counting every instance in the synthesized netlist gives 59. In the final layout, the multi-input gates occupy 452.9 sq um.

The worst slew margin relative to its limit stands at 62.80%. The overall die size recorded for this design is 0.006400 sq mm. In this run the tools logged warnings totalling 32. The finished layout holds 166 standard cells, fillers aside. The number of iterations in the first detailed-routing pass stands at 4.

The first global-routing pass estimated 3.995 mm of wire. Counting stages on the worst path, the most repeated cell is sky130_fd_sc_hd__clkdlybuf4s50_1. OpenROAD reports that the post-layout worst path occupies 75.81% of the period. The power density normalized to cell area stands at 42.77 mW/mm^2. The type recorded for the worst min-delay path is primary input to output pin. The total wire length after detailed routing stands at 2.542 mm.

The total cells reported by yosys after synthesis stands at 59. Looking at the post-CTS report, the setup buffer insertion count equals 0. Registers take 0 sq um. Static timing analysis puts the maximum clock frequency at 231.4 MHz. According to the floorplan report, the die width is 80 microns. In the synthesis report, Yosys lists the chip area as 480.5 sq um. The routed layout has 729 vias. The worst path needs 4321 ps of the cycle, external delays included.

In the Yosys report, the sequential cells make up 0% of the chip area. Among all stages on the critical path, the maximum delay recorded is 610 ps. The required time of the critical path stands at 4560 ps. Data on the critical path arrives at its endpoint at 3180 ps. The placeable core region stands at 0.003416 sq mm. The count of hold buffers inserted by post-cts repair stands at 0. The count of clock buffers in the final design stands at 0. The final timing report lists a max-slew violation count of 0. In the routed layout, each cell is associated on average with a via count of 4.392. The transition time recorded at the tightest slew-check pin is 556.3 ps. The number of global-route vias before repair was 770. Per the layout report, the design carries 373 filler cells. Once iteration 0 of detailed routing completed, the report listed 33 DRC markers. The area growth from synthesis to layout is 139.6%. Looking at the critical path, the highest net fanout was 13. The number of antenna violations at the first check in global routing stands at 0. The leftover overflow at the end of global routing stands at 0. According to the cell report, flip-flops and latches in the layout number 0. STA classifies the critical path endpoint as an output pin. The initial utilization of the core area, before any placement, comes to 14.07%. In the final report, the number of hold violations comes to 0.

The number of failing setup endpoints in the final timing report stands at 0. The worst setup slack after placement stands at 1371 ps. The total negative setup slack stands at 0 ps. The share of post-route cells with drive strength above 1 stands at 5.833%. The final critical-path setup slack stands at 1379 ps.

Power comes to 49.23 uW. In this run, distinct cell masters in the synthesized netlist total 26. TritonRoute reported its final design rule violation total as 0.

The total placed cells including tap cells stands at 166. Setup repair after global routing left no endpoint under its margin.
critical path: cells and delay by family:
family / cells / cell delay [ps]
buffers and inverters: 2 / 1090
AOI/OAI and AO/OA: 2 / 410
and+or+nand+nor: 2 / 540
per-stage QoR:
step,hold slack (ps),cell area (sq um)
after floorplan,2341,480.5
after global placement,3243,1151
after detailed placement,3231,1151
after CTS,3235,1151
after global routing,3264,1151
final,3223,1151
layout make-up:
cell class / instances / share of cell area, %
Timing Repair Buffer: 64 / 55.65
Multi-Input combinational cell: 56 / 39.35
Tap cell: 46 / 5.000
logic make-up (layout without fill, tap and decap cells):
logic type,after synthesis,in the layout,synth area share (%)
AND-OR/OR-AND,30,30,50.78
buffers and inverters,3,64,5.728
multiplexers,1,1,3.124
AND/OR/NAND/NOR,25,25,40.37
cell usage in the layout, fill, tap and decap left out, types with 2 or more instances in the layout:
cell type,instances
sky130_fd_sc_hd__and2_1,6
sky130_fd_sc_hd__a22o_1,4
sky130_fd_sc_hd__a21o_1,19
sky130_fd_sc_hd__nor3_1,3
sky130_fd_sc_hd__nor3b_1,2
sky130_fd_sc_hd__clkdlybuf4s50_1,64
sky130_fd_sc_hd__nand2_1,4
power by group:
part	switching [uW]	internal, uW
Combinational	15.4	33.9
Sequential	0	0
Clock	0	0
cell usage after synthesis (2+ instances only):
cell type / count / share of area, %
sky130_fd_sc_hd__buf_6: 2 / 4.7
sky130_fd_sc_hd__and2_1: 6 / 7.8
sky130_fd_sc_hd__nand2_1: 4 / 3.1
sky130_fd_sc_hd__a22o_1: 4 / 7.3
sky130_fd_sc_hd__nor3_1: 3 / 3.1
sky130_fd_sc_hd__a21o_1: 19 / 30
sky130_fd_sc_hd__nor3b_1: 2 / 3.1
worst paths after layout:
check / slack (ps) / endpoint / from
hold / removal: 3220 / imm_val[18] / instr[18]
setup / recovery: 1380 / imm_val[12] / instr[2]
metal layers:
layer | routed length [microns] | part of all wire, % | up-vias | track usage (%)
met5 | 0 | 0 | - | 0
met4 | 0 | 0 | 0 | 0
met3 | 318 | 13 | 0 | 3.750
met2 | 1188 | 47 | 33 | 12.76
met1 | 1035 | 41 | 339 | 8.833
li1 | - | - | 357 | -
Power is estimated from default activity; no workload was simulated.
