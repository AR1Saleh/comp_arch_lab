==> flow/design.v <==
module ALU(
    input logic [3:0] ALUoperation,
    input logic [31:0] operand1,operand2,
    output logic [31:0] ALUresult,
    output logic zero
    );
    always_comb begin
        case (ALUoperation)
        4'b0000: ALUresult = operand1 & operand2;
        4'b0001: ALUresult = operand1 | operand2;
        4'b0010: ALUresult = operand1 + operand2;
        4'b0110: ALUresult = operand1 - operand2;
        default: ALUresult = 32'b0;
        endcase
        if (ALUoperation == 4'b0110 && ALUresult == 32'b0) begin
            zero = 1'b1;
        end 
        else begin
            zero = 1'b0;
        end
    end
endmodule
==> flow/run.sh <==
#!/bin/bash
# OpenROAD 26Q1-2900-gdf79404cd8, Yosys 0.63+post, stock flow scripts
make -C /OpenROAD-flow-scripts/flow DESIGN_CONFIG=/design/flow/config.mk WORK_HOME=/design/flow/orfs finish
==> flow/config.mk <==
export PLATFORM = sky130hd
export DESIGN_NAME = ALU
export DESIGN_NICKNAME = ALU
export VERILOG_FILES = /design/flow/design.v
export SDC_FILE = /design/flow/constraint.sdc
export NUM_CORES = 4
export LEC_CHECK = 1
export CORE_UTILIZATION = 30
==> flow/constraint.sdc <==
current_design ALU

set clk_period 31.8
set clk_io_pct 0.2

create_clock -name clk0 -period $clk_period

set non_clock_inputs [all_inputs -no_clocks]
set_input_delay [expr $clk_period * $clk_io_pct] -clock clk0 $non_clock_inputs
set_output_delay [expr $clk_period * $clk_io_pct] -clock clk0 [all_outputs]
==> impl_metrics.env <==
# source this file to load flow results
export IMPL_run_status="finished clean"
export IMPL_ios=101
export IMPL_min_from="operand1[2]"
export IMPL_holdBufCountCts=0
export IMPL_setup_viol=0
export IMPL_wl_per_cell_um=17.1
export IMPL_crit_family="simple AND/OR/NAND/NOR gates"
export IMPL_track_usage=0.217
export IMPL_first_pass_iters=5
export IMPL_setup_ws_ns=13.07
export IMPL_worst_path_most_repeated_cell="o21ai_0"
export IMPL_power_uw=81.9
export IMPL_place_inst=701
export IMPL_post_cts_buffers=0
export IMPL_synthCells=478
export IMPL_min_path_cells=4
export IMPL_netlist_area_leader_share=0.133
export IMPL_core_um2=10300
export IMPL_crit_slowest_cell="or4_1"
export IMPL_area_leaders="ha_1 (13%), xor2_1 (8.8%), nand2_1 (8.2%), maj3_1 (8.1%), o21ai_0 (7.4%)"
export IMPL_fp_dieH_um=105
export IMPL_drc_errors=0
export IMPL_place_gp_congestion=0.957
export IMPL_instances_no_fill=701
export IMPL_antenna_diode_count=0
export IMPL_setup_tns_ns=0
export IMPL_placed_cell_area_um2=4340
export IMPL_p_int_uw=38.4
export IMPL_openroad_warnings=34
export IMPL_vias_per_cell=5.57
export IMPL_post_place_ws_ns=13.12
export IMPL_synth_area_leader_cell="ha_1"
export IMPL_chipWidth_um=105
export IMPL_path_class="input port to output pin"
export IMPL_netlist_area_um2=3190
export IMPL_combGateArea_um2=3060
export IMPL_grt_pass1_wl_um=19000
export IMPL_power_frac_clock=0
export IMPL_design_area_um2=4340
export IMPL_p_sw_uw=43.6
export IMPL_fp_util=0.309
export IMPL_critPathArrivalTime_ns=12.37
export IMPL_routed_wl_um=12000
export IMPL_yosys_area_um2=3190
export IMPL_io_buffers=101
export IMPL_critPathBufInv=4
export IMPL_worst_setup_path_end_kind="output pin"
export IMPL_worst_slew_pin_slew_ns=0.651
export IMPL_fill_cells=1054
export IMPL_postSynthSeqShare=0
export IMPL_gr_total_overflow=0
export IMPL_slew_headroom=0.561
export IMPL_yosysUniqueCellTypes=60
export IMPL_grt_pass1_vias=3652
export IMPL_hold_path_end="ALUresult[2]"
export IMPL_cp_start_kind="input port"
export IMPL_combPwrFrac=1.000
export IMPL_area_growth_pct=35.8
export IMPL_swShare=0.532
export IMPL_drive_gt1_frac=0.0354
export IMPL_power_frac_seq=0
export IMPL_post_cts_resized=0
export IMPL_grt_max_degree=39
export IMPL_p_leak_uw=0.00175
export IMPL_maxSlewViolCount=0
export IMPL_fin_crit_ns=18.73
export IMPL_row_count=37
export IMPL_worstPathCellList="clkdlybuf4s50_1 -> buf_4 -> nor2_1 -> and2_1 -> nand2_1 -> buf_4 -> o21ai_0 -> xor2_1 -> ha_1 -> a21oi_1 -> nand2_1 -> o21ai_0 -> o221ai_1 -> xnor2_1 -> o21ai_0 -> or4_1 -> nor4_2 -> nand4b_1 -> a2111oi_2 -> clkdlybuf4s50_1"
export IMPL_ant_nets=0
export IMPL_peakVddDrop_mv=0.00767
export IMPL_flop_area_um2=0
export IMPL_power_density_nw_per_um2=18.9
export IMPL_flop_count=0
export IMPL_avgSynthCellArea_um2=6.68
export IMPL_timing_final_crit_share=0.589
export IMPL_cap_viol_max_count=0
export IMPL_dp_hpwl_um=9760
export IMPL_chip_area_um2=11100
export IMPL_max_freq_mhz=53.4
export IMPL_yosys_warnings=1
export IMPL_antenna_found_initial=0
export IMPL_first_iter_violations=252
export IMPL_hold_class="input port to output pin"
export IMPL_crit_fanout=38
export IMPL_rsz0062_at_grt="no"
export IMPL_critical_path_required_ns=25.44
export IMPL_hold_viol=0
export IMPL_n_clock_buffer=0
export IMPL_most_common_cell="nand2_1"
export IMPL_slowest_delay_ns=0.62
export IMPL_common_cells="nand2_1 (70), o21ai_0 (47), a21oi_1 (42)"
export IMPL_route_vias_total=3905
export IMPL_yosys_stat_cells=478
layer usage:
metal | global-route usage | up-vias | routed length (µm)
met2 | 0.342 | 153 | 5230
met4 | 0.0191 | 0 | 100
met1 | 0.335 | 1786 | 5860
li1 | - | 1960 | -
met3 | 0.0114 | 6 | 766
met5 | 0 | - | 0
worst min-delay path: stages:
cell,delay (ns)
clkdlybuf4s50_1,0.45
nor2_1,0.11
o32ai_1,0.10
clkdlybuf4s50_1,0.40
area by class of cell:
| cell class | instances | share of cell area |
|---|---|---|
| Timing Repair Buffer | 107 | 0.243 |
| Multi-Input combinational cell | 444 | 0.705 |
| Inverter | 14 | 0.0121 |
| Tap cell | 136 | 0.0392 |
cells by family (layout without fill, tap and decap cells):
kind of cell             count (synthesis)  after routing  synth area share
multiplexers                             4              4            0.0129
buffers and inverters                   34            121            0.0439
AND/OR/NAND/NOR                        165            165             0.252
XOR/XNOR                                53             53             0.145
adder cells (fa/ha/maj)                 61             61             0.221
AND-OR/OR-AND                          161            161             0.325
power groups by stage:
stage     clock network [µW]  registers [µW]  logic, µW
4_1_cts                    0               0       81.0
5_1_grt                    0               0       90.0
6_report                   0               0       81.9
stage by stage:
stage | hold slack [ns] | util
2_1_floorplan | 12.85 | -
4_1_cts | 13.78 | 0.420
3_5_place_dp | 13.78 | 0.420
5_1_grt | 13.88 | 0.420
6_report | 13.78 | 0.420
3_3_place_gp | 13.79 | 0.420
worst max-delay path by stage:
stage,cells past startpoint,start,slack (ns),to
CTS,20,ALUoperation[0],13.13,zero
global route,21,operand2[2],12.66,zero
finish,20,ALUoperation[0],13.07,zero
cells in the final DEF (no fill, tap or decap), drive strengths merged, types with 6 or more instances in the layout:
master,instances
or3,11
o31ai,9
xor2,32
maj3,26
ha,34
a21oi,42
clkdlybuf4s50,101
nor3,6
a31oi,7
xnor2,21
nand2,70
nor2,34
buf,6
o21ai,47
a22o,8
inv,14
a21o,7
Power figures rest on the tool's default switching activity, not on a simulated workload.
